File: design/flow/run.sh
#!/bin/bash
# OpenROAD 26Q1-2900-gdf79404cd8, Yosys 0.63+post, stock flow scripts
make -C /OpenROAD-flow-scripts/flow DESIGN_CONFIG=/design/flow/config.mk WORK_HOME=/design/flow/orfs finish
File: design/flow/config.mk
export PLATFORM = sky130hd
export DESIGN_NAME = SC_regCLEAN
export DESIGN_NICKNAME = SC_regCLEAN
export VERILOG_FILES = /design/flow/design.v
export SDC_FILE = /design/flow/constraint.sdc
export NUM_CORES = 4
export LEC_CHECK = 1
export CORE_AREA = 10 10 70 70
export DIE_AREA = 0 0 80 80
File: design/flow/constraint.sdc
current_design SC_regCLEAN

set clk_period 2.5
set clk_io_pct 0.2

create_clock -name clk0 -period $clk_period

set non_clock_inputs [all_inputs -no_clocks]
set_input_delay [expr $clk_period * $clk_io_pct] -clock clk0 $non_clock_inputs
set_output_delay [expr $clk_period * $clk_io_pct] -clock clk0 [all_outputs]
File: design/flow/design.v
module SC_regCLEAN (
	SC_RegCLEAN_OutBUS_InLow,
	SC_INITREGPOINT_7,
	SC_INITREGPOINT_6,
	SC_INITREGPOINT_5,
	SC_INITREGPOINT_4,
	SC_INITREGPOINT_3,
	SC_INITREGPOINT_2,
	SC_INITREGPOINT_1,
	SC_INITREGPOINT_0,
	SC_INITREGBACKG_7,
	SC_INITREGBACKG_6,
   SC_INITREGBACKG_5,
	SC_INITREGBACKG_4,
	SC_INITREGBACKG_3,
	SC_INITREGBACKG_2,
	SC_INITREGBACKG_1,
	SC_INITREGBACKG_0
);	
output reg	SC_RegCLEAN_OutBUS_InLow;
input	[7:0]SC_INITREGPOINT_7;
input	[7:0]SC_INITREGPOINT_6;
input	[7:0]SC_INITREGPOINT_5;
input	[7:0]SC_INITREGPOINT_4;
input	[7:0]SC_INITREGPOINT_3;
input	[7:0]SC_INITREGPOINT_2;
input	[7:0]SC_INITREGPOINT_1;
input	[7:0]SC_INITREGPOINT_0;
input	[7:0]SC_INITREGBACKG_7;
input	[7:0]SC_INITREGBACKG_6;
input [7:0]SC_INITREGBACKG_5;
input	[7:0]SC_INITREGBACKG_4;
input	[7:0]SC_INITREGBACKG_3;
input	[7:0]SC_INITREGBACKG_2;
input	[7:0]SC_INITREGBACKG_1;
input	[7:0]SC_INITREGBACKG_0;
always @(*)
begin
	if (SC_INITREGPOINT_7 | SC_INITREGBACKG_7 == 8'b00000000)
		SC_RegCLEAN_OutBUS_InLow = 1'b0;
	else if (SC_INITREGPOINT_6 | SC_INITREGBACKG_6 == 8'b00000000)
		SC_RegCLEAN_OutBUS_InLow = 1'b0;
	else if (SC_INITREGPOINT_5 | SC_INITREGBACKG_5 == 8'b00000000)
		SC_RegCLEAN_OutBUS_InLow = 1'b0;
	else if (SC_INITREGPOINT_4 | SC_INITREGBACKG_4 == 8'b00000000)
		SC_RegCLEAN_OutBUS_InLow = 1'b0;
	else if (SC_INITREGPOINT_3 | SC_INITREGBACKG_3 == 8'b00000000)
		SC_RegCLEAN_OutBUS_InLow = 1'b0;
	else if (SC_INITREGPOINT_2 | SC_INITREGBACKG_2 == 8'b00000000)
		SC_RegCLEAN_OutBUS_InLow = 1'b0;
	else if (SC_INITREGPOINT_1 | SC_INITREGBACKG_1 == 8'b00000000)
		SC_RegCLEAN_OutBUS_InLow = 1'b0;
	else if (SC_INITREGPOINT_0 | SC_INITREGBACKG_0 == 8'b00000000)
		SC_RegCLEAN_OutBUS_InLow = 1'b0;
	else
		SC_RegCLEAN_OutBUS_InLow = 1'b1;
end
endmodule
==> flow_metrics.env <==
# yosys + openroad results
export IMPL_status="finished clean"
export IMPL_drv_cap=0
export IMPL_ys_warn_count=1
export IMPL_utilization_pct=51.1
export IMPL_ir_drop_uv=52.6
export IMPL_crit_chain="clkdlybuf4s15_1 > nor4_2 > nand4_1 > or4_4 > nor3_2 > buf_2"
export IMPL_top_area_cell="nor4_1"
export IMPL_met2_usage_pct=19.5
export IMPL_num_rows=21
export IMPL_hold_viol=0
export IMPL_die_y_um=80
export IMPL_fin_crit_ps=2390
export IMPL_worstSetupPathType="input port to primary output"
export IMPL_grt_max_degree=2
export IMPL_num_fill_cells=321
export IMPL_crit_slowest_cell="or4_4"
export IMPL_grtUsageTotal_pct=10.5
export IMPL_grt_util_met3_pct=5.11
export IMPL_dpl_hpwl_um=3530
export IMPL_slew_viol_final=0
export IMPL_drt_wirelength_per_cell_um=16.5
export IMPL_floorplan_core_util_pct=8.53
export IMPL_leakagePower_uw=0.000814
export IMPL_synth_top_area_share_pct=66.5
export IMPL_hp_class="input port to primary output"
export IMPL_dieArea_sq_mm=0.00640
export IMPL_slowest_delay_ps=540
export IMPL_grt_ovfl_total=0
export IMPL_drt_vias_per_instance=4.29
export IMPL_drive_gt1_share_pct=14.7
export IMPL_routed_wl_um=3690
export IMPL_area_growth_pct=499
export IMPL_yosysMostFrequentCell="nor4_1"
export IMPL_fp_coreArea_sq_mm=0.00342
export IMPL_crit_fanout=1
export IMPL_cp_start_kind="input port"
export IMPL_grt_busiest_layer="met2"
export IMPL_final_area_sq_mm=0.00175
export IMPL_clock_fmax_ghz=0.419
export IMPL_simple_gate_share_pct=100
export IMPL_ys_area_sq_um=292
export IMPL_ys_cells=48
export IMPL_postRouteAntennaNets=0
export IMPL_worst_ep_required_time_ps=2000
export IMPL_top_logic_kind="simple AND/OR/NAND/NOR gates"
export IMPL_pwr_density_cell_mw_per_mm2=113
export IMPL_grt_pass1_vias=1164
export IMPL_fp_dieW_um=80
export IMPL_design_seq_count=0
export IMPL_syn_inst=48
export IMPL_ys_sh_mux_pct=0
export IMPL_finalPower_uw=198
export IMPL_synth_seq_share_pct=0
export IMPL_grt_pass1_wl_um=5450
export IMPL_syn_area_per_cell_sq_um=6.07
export IMPL_antenna_found_initial=0
export IMPL_met1_usage_pct=10.9
export IMPL_dpl_cell_area_sq_mm=0.00164
export IMPL_drc=0
export IMPL_ys_sh_adder_pct=0
export IMPL_top_cells_by_area="nor4_1 67%, nand4_1 13%, nand2_1 10%, nor4_2 4.3%, nor3_2 3.4%"
export IMPL_regArea_sq_um=0
export IMPL_initialDrtViolationCount=7
export IMPL_synth_cell_types=6
export IMPL_warnings=32
export IMPL_ios=129
export IMPL_crit_arrival_ps=1890
export IMPL_nClkBuffers=0
export IMPL_ys_sh_aoi_pct=0
export IMPL_port_buffers=129
export IMPL_diodes=0
export IMPL_tightest_slew_ps=248
export IMPL_vias=956
export IMPL_dr_pass1_iters=2
export IMPL_maxSlewHeadroom_pct=83.3
export IMPL_post_route_period_util_pct=95.4
export IMPL_globalplace_congestion=0.867
export IMPL_setup_viol=0
export IMPL_synthTopCellsByCount="31 x nor4_1, 8 x nand2_1, 6 x nand4_1"
export IMPL_syn_area_sq_um=292
export IMPL_synth_xor_area_share_pct=0
export IMPL_end_kind="primary output"
[path summary, 6_finish.rpt]
kind	cells after the start	startpoint	to	slack (ps)
max	6	SC_INITREGPOINT_2[0]	SC_RegCLEAN_OutBUS_InLow	110
min	6	SC_INITREGPOINT_6[3]	SC_RegCLEAN_OutBUS_InLow	1450
[routing by layer]
metal | vias to the layer above | wire (um)
li1 | 481 | -
met1 | 409 | 1310
met2 | 66 | 1900
met3 | 0 | 478
met4 | 0 | 0
met5 | - | 0
[power by group]
group / internal (uW) / total [uW] / switching, uW / leakage, uW
Combinational: 155 / 198 / 42.5 / 0.000814
Sequential: 0 / 0 / 0 / 0
Clock: 0 / 0 / 0 / 0
Total: 155 / 198 / 42.5 / 0.000814
[area by class of cell]
class	count	area (sq um)	share of cell area (%)
multi-input cells	48	398	22.8
well taps	46	57.6	3.30
repair buffers	129	1290	73.9
[critical path: cells and delay by family]
| family | cells | cell delay [ps] |
|---|---|---|
| simple gates | 4 | 1100 |
| buf+inv | 2 | 280 |
[cell usage in the layout, fill, tap and decap left out]
cell              n
clkdlybuf4s50_1  64
dlymetal6s2s_1   25
dlygate4sd2_1    19
nor4_1           16
nor4_2           15
clkdlybuf4s15_1  13
nand2_1           8
clkbuf_2          7
nand4_1           6
nor4_4            1
or4_4             1
nor3_2            1
buf_2             1
[cells by family after synthesis]
kind of cell / count (synthesis)
AND/OR/NAND/NOR: 48
[timing repair]
item	CTS	global route
resized	54	57
setup buffers	0	0
hold buffers	0	0
cloned	0	0
endpoints found under the hold margin	0	0
endpoints found under the setup margin	1	1
pin swaps	20	22
[metrics by stage]
stage	TNS [ps]	hold slack, ps	std cells	setup slack (ps)
2_1_floorplan	0	1200	48	481
6_report	0	1450	223	115
3_3_place_gp	-675	2150	223	-675
3_5_place_dp	-680	2150	223	-680
4_1_cts	0	1580	223	0.135
5_1_grt	-26.6	1510	223	-26.6
No activity file was given, so power comes from the tool's default toggle rates.
