File: design/flow/run.sh
#!/bin/bash
# OpenROAD 26Q1-2900-gdf79404cd8, Yosys 0.63+post, stock flow scripts
make -C /OpenROAD-flow-scripts/flow DESIGN_CONFIG=/design/flow/config.mk WORK_HOME=/design/flow/orfs finish
File: design/flow/config.mk
export PLATFORM = sky130hd
export DESIGN_NAME = SC_upSPEEDCOUNTER
export DESIGN_NICKNAME = SC_upSPEEDCOUNTER
export VERILOG_FILES = /design/flow/design.v
export SDC_FILE = /design/flow/constraint.sdc
export NUM_CORES = 4
export LEC_CHECK = 1
export CORE_UTILIZATION = 30
File: design/flow/constraint.sdc
current_design SC_upSPEEDCOUNTER

set clk_period 3.1
set clk_io_pct 0.2

create_clock -name clk0 -period $clk_period [get_ports {SC_upSPEEDCOUNTER_CLOCK_50}]

set non_clock_inputs [all_inputs -no_clocks]
set_input_delay [expr $clk_period * $clk_io_pct] -clock clk0 $non_clock_inputs
set_output_delay [expr $clk_period * $clk_io_pct] -clock clk0 [all_outputs]
File: design/flow/design.v
module SC_upSPEEDCOUNTER #(parameter upSPEEDCOUNTER_DATAWIDTH=23)(
	SC_upSPEEDCOUNTER_data_OutBUS,
	SC_upSPEEDCOUNTER_CLOCK_50,
	SC_upSPEEDCOUNTER_RESET_InHigh,
	SC_upSPEEDCOUNTER_upcount_InLow,
	SC_UPSPEEDCOUNTER_CLEAR_InLow
);
output		[upSPEEDCOUNTER_DATAWIDTH-1:0]	SC_upSPEEDCOUNTER_data_OutBUS;
input		SC_upSPEEDCOUNTER_CLOCK_50;
input		SC_upSPEEDCOUNTER_RESET_InHigh;
input		SC_upSPEEDCOUNTER_upcount_InLow;
input		SC_UPSPEEDCOUNTER_CLEAR_InLow;
reg [upSPEEDCOUNTER_DATAWIDTH-1:0] upSPEEDCOUNTER_Register;
reg [upSPEEDCOUNTER_DATAWIDTH-1:0] upSPEEDCOUNTER_Signal;
always @(*)
begin
	if (SC_upSPEEDCOUNTER_upcount_InLow == 1'b0)
		upSPEEDCOUNTER_Signal = upSPEEDCOUNTER_Register + 1'b1;
		else if (SC_UPSPEEDCOUNTER_CLEAR_InLow == 1'b0)
		upSPEEDCOUNTER_Signal = 0;
	else
		upSPEEDCOUNTER_Signal = upSPEEDCOUNTER_Register;
	end	
always @(posedge SC_upSPEEDCOUNTER_CLOCK_50, posedge SC_upSPEEDCOUNTER_RESET_InHigh)
begin
	if (SC_upSPEEDCOUNTER_RESET_InHigh  == 1'b1)
		upSPEEDCOUNTER_Register <= 0;
	else
		upSPEEDCOUNTER_Register <= upSPEEDCOUNTER_Signal;
end
assign SC_upSPEEDCOUNTER_data_OutBUS = upSPEEDCOUNTER_Register;
endmodule
==> results_tabular.tex <==
% Implementation results table
\begin{tabular}{lr}
\hline
Metric & Value \\
\hline
\multicolumn{2}{l}{\textbf{Place}} \\
Placed cells & roughly 190 \\
HPWL after DPL & 1.67 mm \\
Number of input and output port buffers inserted & 26 \\
Gp weighted congestion & roughly 0.75 \\
\multicolumn{2}{l}{\textbf{Synthesis}} \\
Combined area of all synthesized cells & $\sim$1200 um\^{}2 \\
Post-synth mux share & 0.0674 \\
Fraction of registers with async set/reset & 1.00 \\
Gate count after technology mapping & 120 \\
Yosys chip area & 1190 um\^{}2 \\
Simple-gate share of the synthesized area & 0.217 \\
Tally of yosys warning messages & 1 \\
Primary flip-flop cell chosen by synthesis mapping & dfrtp\_1 \\
Top cell area share & 0.485 \\
Cell area leaders & dfrtp\_1, mux2i\_1, nand2\_1 \\
Post-synthesis area per instance & 9.89 um\^{}2 \\
Post-synth tally of flip-flops with integrated enable & 0 \\
Aoi share & 0.161 \\
Cell type with the highest aggregate area in the netlist & dfrtp\_1 \\
Number of register bits inferred by synthesis & 23 \\
Cells in synth\_stat.txt & 120 \\
Number of different library cells in the post-synthesis netlist & 32 \\
Adder-Cell Fraction of Synth Area & 0.0105 \\
Synth Seq Share & 0.485 \\
Main kind of combinational logic by area & simple AND/OR/NAND/NOR gates \\
Parity-gate share of the synthesized area counting xor and xnor cells & 0 \\
\multicolumn{2}{l}{\textbf{STA}} \\
Portion of the clock cycle consumed by the worst path in the final layout & 0.712 \\
Tightest slew margin relative to the limit & 0.484 \\
Transition time at the pin with the least slew margin & 0.767 ns \\
Setup repair after global routing missed its margin & no \\
Sum of negative setup slack & 0 ns \\
Number of hold violations in the final report & 0 \\
Final max-slew violation count & 0 \\
Setup Viol. Count Final & 0 \\
Time the final worst path needs with I/O delays and setup & 2.21 ns \\
Fmax & about 450 MHz \\
Clock Skews & 0.000716 ns \\
Hold Worst Slack & between 0.4 and 0.5 ns \\
\multicolumn{2}{l}{\textbf{Floorplanning}} \\
Chip height & around 65 um \\
Top-level I/O count & 27 \\
Core ar. & 3720 um\^{}2 \\
Floorplan Utilization & 0.320 \\
Overall die area & about 4200 um\^{}2 \\
Cell row count & 22 \\
Die width & 64.9 um \\
\multicolumn{2}{l}{\textbf{Global route}} \\
Largest net degree at the start of global routing & 24 \\
Leftover overflow at the end of global routing & 0 \\
Number of antenna violations at the first check in global routing & 0 \\
Overall global routing resource usage & 0.123 \\
Number of global-route vias before repair & roughly 850 \\
Global-route wire length before repair & 4.01 mm \\
\multicolumn{2}{l}{\textbf{Drt}} \\
Count of antenna-violating nets left after detailed routing & 0 \\
Vias per cell & 5.19 \\
Antenna diodes & 0 \\
Post-route DRC violation count & 0 \\
Routed len/inst & $\sim$12 um \\
WL final & 2.41 mm \\
Drt pass-1 iters & 4 \\
DRC marker count from the first detailed-route iteration & about 46 \\
Number of vias in the routed layout & around 1000 \\
\multicolumn{2}{l}{\textbf{CTS}} \\
Total of cells resized after clock tree synthesis & 0 \\
Total number of clock tree sinks & 23 \\
Number of buffers created by CTS & 3 \\
Count of H-tree levels built during CTS & 1 \\
Latest clock arrival within the worst-skew pair & 0.26 ns \\
CTS tree & done \\
Clock slew seen by the registers of the worst setup and hold paths & approximately 0.080 ns \\
Max Root-Sink Buffers & 2 \\
Number of hold buffers added after cts & 0 \\
Root buffer cell & clkbuf\_8 \\
Number of buffers inserted to repair setup after CTS & 0 \\
\multicolumn{2}{l}{\textbf{Setup path}} \\
Data required time at the worst endpoint & between 3 and 4 ns \\
Critical path start-end classification & input port to flip-flop \\
Worst setup SP type & input port \\
Setup crit end kind & flip-flop \\
Worst Path Arrival & 2.39 ns \\
Biggest fanout along the worst timing path & 11 \\
\multicolumn{2}{l}{\textbf{Layout}} \\
Non-filler instance count after layout & 193 \\
Largest registers & upSPEEDCOUNTER\_Register (23) \\
Register with the most flip-flops & upSPEEDCOUNTER\_Register \\
Filler instances & 359 \\
Growth of design area from synthesis to finish & 27.8\% \\
Fraction of final layout cells sized beyond drive strength 1 & 0.0759 \\
Number of flip-flops under the largest register name & 23 \\
\multicolumn{2}{l}{\textbf{Power}} \\
Maximum vdd drop & 0.288 mV \\
P\_leak & 0.628 nW \\
Power density over cell area & 364 nW/um\^{}2 \\
\multicolumn{2}{l}{\textbf{Run status}} \\
Run status & finished clean \\
\multicolumn{2}{l}{\textbf{Min path}} \\
Class of the tightest hold or removal check & flip-flop to flip-flop \\
\multicolumn{2}{l}{\textbf{Flow run}} \\
Number of max-capacitance violations reported & 0 \\
Count of warning messages emitted by the tools & 25 \\
\hline
\end{tabular}
-- where the power goes --
group / switching, mW / leakage (nW) / internal (mW)
Clock: 0.0915 / 0.0255 / 0.0895
Sequential: 0.0121 / 0.318 / 0.308
Combinational: 0.0225 / 0.284 / 0.0285
Total: 0.126 / 0.628 / 0.426
-- layout make-up --
cell class | count | area [um^2] | share of cell area
multi-input combinational | 85 | 542 | 0.357
inverter | 5 | 18.8 | 0.0124
clock buffer | 3 | 41.3 | 0.0272
timing repair buffer | 28 | 275 | 0.181
clock inverter | 1 | 5.00 | 0.00330
tap | 48 | 60.1 | 0.0396
sequential | 23 | 576 | 0.379
-- cells in the mapped netlist, types with 3 or more instances --
cell type and number:
nand3_1 10, nor4_1 3, o41ai_1 4, o31ai_1 4
mux2i_1 8, nand2_1 20, inv_1 5, dfrtp_1 23
o21ai_0 7, nor2_1 3, o211ai_1 3, clkbuf_1 4
-- worst paths after layout --
check                                                     start                           to  slack, ns  cells after the start
min in group asynchronous        SC_upSPEEDCOUNTER_RESET_InHigh   upSPEEDCOUNTER_Register[3]       0.70                      3
max in group asynchronous        SC_upSPEEDCOUNTER_RESET_InHigh   upSPEEDCOUNTER_Register[4]       2.16                      3
worst min-delay path                upSPEEDCOUNTER_Register[22]  upSPEEDCOUNTER_Register[22]       0.47                      1
worst max register to register      upSPEEDCOUNTER_Register[11]  upSPEEDCOUNTER_Register[18]       1.11                      4
worst max-delay path            SC_upSPEEDCOUNTER_upcount_InLow  upSPEEDCOUNTER_Register[19]       0.89                      5
worst min register to register      upSPEEDCOUNTER_Register[22]  upSPEEDCOUNTER_Register[22]       0.47                      1
-- kinds of logic (layout without fill, tap and decap cells) --
| group | after synthesis | after routing |
|---|---|---|
| flops | 23 | 23 |
| mux | 8 | 8 |
| compound gates | 26 | 26 |
| buf+inv | 12 | 37 |
| simple gates | 50 | 50 |
| fa+ha+maj | 1 | 1 |
-- layout by cell type, fill, tap and decap left out, types with 2 or more instances in the layout --
cell             netlist  layout
nor2_1                 3       3
clkbuf_8               1       3
nand3_1               10      10
nand2_1               20      20
dfrtp_1               23      23
o31ai_1                4       4
nor4_1                 3       3
o311ai_0               2       2
inv_1                  5       5
o21ai_0                7       7
clkdlybuf4s50_1        0      26
o311ai_1               2       2
and3_1                 2       2
buf_4                  0       2
o211ai_1               3       3
mux2i_1                8       8
o41ai_1                4       4
nor3_1                 2       2
nand4_1                2       2
-- worst max-delay path, cell delays in order --
cell             delay [ns]
clkdlybuf4s50_1        0.41
nand4b_1               0.25
or4_4                  0.53
nor4_1                 0.35
mux2i_1                0.22
-- metrics by stage --
step                      total power [mW]  cell area (um^2)  utilization  worst slack, ns
after floorplan                      0.351              1190            -             1.08
after global placement               0.378              1470        0.396            0.644
after detailed placement             0.378              1470        0.396            0.614
after CTS                            0.561              1520        0.408            0.888
after global routing                 0.582              1520        0.408            0.761
final                                0.553              1520        0.408            0.894
-- metal layers --
metal  up-vias  global-route usage  share of wire
li1        502                   -              -
met1       471               0.195           0.50
met2        27               0.185           0.45
met3         2              0.0214          0.044
met4         0              0.0111          0.012
met5         -                   0              0
Power is estimated from default activity; no workload was simulated.
